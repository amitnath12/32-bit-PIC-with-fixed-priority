==> /design/flow/design.v <==
`timescale 1ns / 1ps
module irr (
	input clk,           	 
	input reset,         	 
	input [31:0] irq,     	 
	input [31:0]isr,     	 
	output reg [31:0] irr 	 
);
 	reg [31:0] irr2;
	always @(posedge clk or posedge reset   ) begin
    	if (reset) begin
        	irr <= 32'd0;
    	end else begin
       	irr <= irq | irr2;
    	end
	end
	always @(*)begin
    	irr2 = irr;
    	if(isr)begin
        	irr2 = irr2 & isr;
    	end
	end
endmodule
module priority_resolver (
	input clk,reset,
	input [31:0] irr,     	 
	input [31:0] imq,     	 
	output reg [5:0] int_id   
);
   reg [31:0] masked_irr;
	integer i;
  always @(posedge clk) begin
    	if(reset)begin
        	int_id <= 6'b000000;
    	end
    	else begin
    	masked_irr = irr & imq;
        	int_id <= 6'b111111;
    	if (masked_irr != 32'd0) begin
        	for (i = 0; i < 32; i = i + 1) begin
            	if (masked_irr[i] ) begin
                	int_id <= i;
            	end
        	end
    	end
	end  end
endmodule
module isr (
	input clk,
	input reset,
	input int_ack,
	input [5:0] int_id,
	output reg [31:0] isr
);
  	always @(posedge clk or posedge reset) begin
    	if (reset)
        	isr <= 32'hffffffff;   
     	else  begin
        	if (int_ack) begin
            	isr <= 32'hffffffff;
            	isr[int_id] <= 1'b0;  
        	end 
    	end
	end
endmodule
module vector_generator (
input clk,
input reset,
	input [5:0] int_id,   	 
	output reg [31:0] vector    
);
	always @(posedge clk) begin
	if(reset)
	vector = 32'dz;
	else begin
    	case (int_id)
            	6'b00000: vector = 32'hffffff00;
            	6'b00001: vector = 32'hffffff01;
            	6'b00010: vector = 32'hffffff02;
            	6'b00011: vector = 32'hffffff03;
            	6'b00100: vector = 32'hffffff04;
            	6'b00101: vector = 32'hffffff06;
            	6'b00110: vector = 32'hffffff06;
            	6'b00111: vector = 32'hffffff07;
            	6'b01000: vector = 32'hffffff08;
            	6'b01001: vector = 32'hffffff09;
            	6'b01010: vector = 32'hffffff0a;
            	6'b01011: vector = 32'hffffff0b;
            	6'b01100: vector = 32'hffffff0c;
            	6'b01101: vector = 32'hffffff0d;
            	6'b01110: vector = 32'hffffff0e;
            	6'b01111: vector = 32'hffffff0f;
            	6'b10000: vector = 32'hffffff10;
            	6'b10001: vector = 32'hffffff11;
            	6'b10010: vector = 32'hffffff12;
            	6'b10011: vector = 32'hffffff13;
            	6'b10100: vector = 32'hffffff14;
            	6'b10101: vector = 32'hffffff15;
            	6'b10110: vector = 32'hffffff16;
            	6'b10111: vector = 32'hffffff17;
            	6'b11000: vector = 32'hffffff18;
            	6'b11001: vector = 32'hffffff19;
            	6'b11010: vector = 32'hffffff1a;
            	6'b11011: vector = 32'hffffff1b;
            	6'b11100: vector = 32'hffffff1c;
            	6'b11101: vector = 32'hffffff1d;
            	6'b11110: vector = 32'hffffff1e;
            	6'b11111: vector = 32'hffffff1f;
            	default : vector = 32'bz;
    	endcase
	end
	end
endmodule
module control_logic (
	input clk,               	 
	input [5:0] int_id,  
	input reset,    	 
	output reg int_req ,     	 
	input wire int_ack 	 
);
	always @(*) begin
	if(reset) int_req <= 0;
	else begin
   	if(int_id == 6'bz) begin
        	int_req <= 1'b0;
        	end else
     	if (int_id <32 && !int_ack) begin
        	int_req <= 1'b1;   
    	end else if(int_ack) begin
        	int_req <= 1'b0;   
    	end
   	end
end
endmodule
module mux(
	input clk,
	input reset,
	input int_ack,read,
	input wire [1:0]select,
	input wire [31:0]imr,
	input wire [31:0]irr,
	input wire [31:0]isr,
	input wire [31:0]vector,
	output reg [31:0]outdata  
	);
always @(posedge clk)
	begin
	if(reset)begin
    	outdata <= 32'bz;
    	end
 	else if(int_ack)
    	outdata <= vector;
 	else if(read)
    	begin
        	case(select)
        	2'b00 : outdata <= imr;
        	2'b01 : outdata <= irr;
        	2'b10 : outdata <= isr;
        	2'b11 : outdata <= vector;
        	endcase
     	end
  	end
endmodule
module intrcntrl (
	input clk,           	 
	input reset,      	 
	input read,
	input [31:0] irq,     	 
	input int_ack,       	 
	output int_req,      	 
	output [31:0] data_bus,   
	input wire [1:0]s,   	 
	input wire [31:0]imq   
);
	wire [31:0] irr;      	 
	wire [31:0] isr;      	 
	wire [5:0] int_id;   	 
	wire [31:0] vector;   	 
	irr irr_inst (
    	.clk(clk),
    	.reset(reset),
    	.irq(irq),
    	.irr(irr),
    	.isr(isr)
	);
	priority_resolver priority_resolver_inst (
    	.irr(irr),
    	.imq(imq),
    	.int_id(int_id),
    	.clk(clk),
    	.reset(reset)
    	);
	isr isr_inst (
    	.clk(clk),
    	.reset(reset),
    	.int_id(int_id),
    	.isr(isr),
    	.int_ack(int_ack)
	);
	vector_generator vector_generator_inst (
    	.clk(clk),
    	.reset(reset),
    	.int_id(int_id),
    	.vector(vector)
	);
	control_logic control_logic_inst (
    	.clk(clk),
    	.reset(reset),
    	.int_id(int_id),
    	.int_req(int_req)  ,
    	.int_ack(int_ack)
	);
	mux mux_inst(
     	.clk(clk),
     	.int_ack(int_ack),
     	.read(read),
     	.reset(reset),
     	.imr(imq),
     	.isr(isr),
     	.irr(irr),
     	.vector(vector),
     	.select(s),
     	.outdata(data_bus)
	);
endmodule
==> /design/flow/run.sh <==
#!/bin/bash
# OpenROAD 26Q1-2900-gdf79404cd8, Yosys 0.63+post, stock flow scripts
make -C /OpenROAD-flow-scripts/flow DESIGN_CONFIG=/design/flow/config.mk WORK_HOME=/design/flow/orfs finish
==> /design/flow/config.mk <==
export PLATFORM = sky130hd
export DESIGN_NAME = intrcntrl
export DESIGN_NICKNAME = intrcntrl
export VERILOG_FILES = /design/flow/design.v
export SDC_FILE = /design/flow/constraint.sdc
export NUM_CORES = 4
export LEC_CHECK = 1
export CORE_UTILIZATION = 40
==> /design/flow/constraint.sdc <==
current_design intrcntrl

set clk_period 5.8
set clk_io_pct 0.2

create_clock -name clk0 -period $clk_period [get_ports {clk}]

set non_clock_inputs [all_inputs -no_clocks]
set_input_delay [expr $clk_period * $clk_io_pct] -clock clk0 $non_clock_inputs
set_output_delay [expr $clk_period * $clk_io_pct] -clock clk0 [all_outputs]
==> flow_results.xml <==
<?xml version="1.0" encoding="UTF-8"?>
<metrics>
  <group name="run_status">
    <metric name="outcome" unit="">completed</metric>
  </group>
  <group name="run">
    <metric name="warning_count" unit="">28</metric>
    <metric name="cap_viol_max_count" unit="">0</metric>
  </group>
  <group name="timing">
    <metric name="final_min_period_over_clock_period" unit="">0.4739</metric>
    <metric name="setup_tns" unit="ns">0</metric>
    <metric name="final_hold_viol_count" unit="">0</metric>
    <metric name="report.final.setup_viol" unit="">0</metric>
    <metric name="fin_skew" unit="ns">0.008697</metric>
    <metric name="timing.final.max_slew_violations" unit="">0</metric>
    <metric name="remaining_max_slew_budget_at_the_tightest_pin" unit="">0.4989</metric>
    <metric name="final.min_clock_period" unit="ns">2.749</metric>
    <metric name="grt_setup_unrepaired" unit="">no</metric>
    <metric name="fmax" unit="GHz">0.3638</metric>
    <metric name="worstMarginPinSlew" unit="ns">0.7516</metric>
  </group>
  <group name="placed_design">
    <metric name="placed_area" unit="um^2">6726</metric>
    <metric name="placement.io_buffers" unit="">101</metric>
    <metric name="dp_hpwl" unit="mm">11.56</metric>
    <metric name="gp_routability_congestion" unit="">0.9511</metric>
  </group>
  <group name="floorplanning">
    <metric name="placeableCoreArea" unit="um^2">13400</metric>
    <metric name="initial_core_util" unit="">0.4153</metric>
    <metric name="die_w" unit="um">120.0</metric>
    <metric name="floorplan.io_pins" unit="">103</metric>
    <metric name="placement_rows" unit="">42</metric>
    <metric name="die_height" unit="um">120.0</metric>
    <metric name="fp.dieArea" unit="um^2">14390</metric>
  </group>
  <group name="global_routing">
    <metric name="grt_remaining_overflow" unit="">0</metric>
    <metric name="first_global_vias" unit="">4534</metric>
    <metric name="grt_first_pass_wirelength" unit="mm">25.76</metric>
    <metric name="maximum_number_of_pins_on_one_net_before_global_route_repair" unit="">75</metric>
    <metric name="antenna_found_initial" unit="">0</metric>
    <metric name="groute.usage.overall" unit="">0.2466</metric>
  </group>
  <group name="yosys">
    <metric name="edf_count" unit="">32</metric>
    <metric name="synth-seq-cells" unit="">112</metric>
    <metric name="largest_area_cell" unit="">edfxtp_1</metric>
    <metric name="postSynthAreaPerCell" unit="um^2">10.58</metric>
    <metric name="yosys-top-cells-area" unit="">edfxtp_1, dfstp_2, dfrtp_1</metric>
    <metric name="yosys_cells" unit="">526</metric>
    <metric name="post_synth_seq_share" unit="">0.5252</metric>
    <metric name="synthesis.instances" unit="">526</metric>
    <metric name="syn-cell-area" unit="um^2">5565</metric>
    <metric name="synth_largest_type_area_fraction" unit="">0.1727</metric>
    <metric name="synth_cell_type_count" unit="">56</metric>
    <metric name="yosys.stat.chipArea" unit="um^2">5565</metric>
    <metric name="synthArstFlopShare" unit="">0.5714</metric>
    <metric name="yosysWarningCount" unit="">10</metric>
    <metric name="synthFlopType" unit="">edfxtp_1</metric>
  </group>
  <group name="detailed_routing">
    <metric name="detail-route-antenna-nets" unit="">0</metric>
    <metric name="detailedRoute.firstIterationViolations" unit="">360</metric>
    <metric name="drt_wl_total" unit="mm">16.23</metric>
    <metric name="via_cell_ratio" unit="">5.782</metric>
    <metric name="detail_route.drc_violations" unit="">0</metric>
    <metric name="route.detailed.wl_per_inst" unit="um">20.33</metric>
    <metric name="num_vias" unit="">4614</metric>
    <metric name="n_antenna_cell" unit="">0</metric>
    <metric name="first_pass_iters" unit="">5</metric>
  </group>
  <group name="power">
    <metric name="power_density" unit="nW/um^2">254.0</metric>
    <metric name="leakagePower" unit="nW">2.371</metric>
    <metric name="vdd.ir_drop.worst" unit="uV">177.4</metric>
  </group>
  <group name="clocking">
    <metric name="cts.htree.levels" unit="">3</metric>
    <metric name="tritoncts.num_buffers" unit="">9</metric>
    <metric name="clk_pin_slew" unit="ns">0.07</metric>
    <metric name="tritoncts_num_sinks" unit="">112</metric>
    <metric name="post_cts_hold_buffer_count" unit="">0</metric>
    <metric name="postCtsSetupRepairBufs" unit="">0</metric>
    <metric name="clk_latency" unit="ns">0.36</metric>
    <metric name="clockBufferDepth" unit="">2</metric>
    <metric name="cts_tree" unit="">built</metric>
    <metric name="clk_root_buffer_cell" unit="">clkbuf_16</metric>
    <metric name="postCtsResizedCells" unit="">0</metric>
  </group>
  <group name="layout">
    <metric name="nFillCells" unit="">1182</metric>
    <metric name="drive_gt1_frac" unit="">0.1350</metric>
    <metric name="final_design_area_excluding_fillers" unit="um^2">7029</metric>
    <metric name="synthToLayoutAreaGrowth" unit="%">26.30</metric>
    <metric name="comb_area" unit="um^2">2504</metric>
    <metric name="register_area" unit="um^2">2923</metric>
  </group>
  <group name="worst_hold_path">
    <metric name="worst_hold_path_type" unit="">reg -&gt; reg</metric>
  </group>
  <group name="setup_path">
    <metric name="timing.critical_path.arrival" unit="ns">3.04</metric>
    <metric name="critical_path_fanout_max" unit="">40</metric>
    <metric name="reg_to_reg_start" unit="">priority_resolver_inst.int_id[0]</metric>
    <metric name="cp-startpoint" unit="">int_ack</metric>
    <metric name="worstReg2RegEnd" unit="">isr_inst.isr[24]</metric>
    <metric name="critPathRequiredTime" unit="ns">6.09</metric>
    <metric name="cp-start-kind" unit="">input port</metric>
    <metric name="crit_path_end_kind" unit="">register</metric>
    <metric name="timing_worst_setup_path_type" unit="">in -&gt; reg</metric>
    <metric name="critPathCapture" unit="">isr_inst.isr[3]</metric>
    <metric name="worst-r2r-cell-count" unit="">6</metric>
    <metric name="setup.reg_to_reg.worst_slack" unit="ns">3.61</metric>
  </group>
</metrics>
==> through the flow <==
step | total power, mW | hold WS [ns] | util | cells | setup slack (ns)
6_report | 1.786 | 0.3296 | 0.5246 | 798 | 3.051
5_1_grt | 1.863 | 0.3479 | 0.5246 | 798 | 2.851
4_1_cts | 1.798 | 0.3290 | 0.5246 | 798 | 3.076
3_5_place_dp | 1.157 | 0.3121 | 0.5020 | 782 | 2.697
3_3_place_gp | 1.156 | 0.3133 | 0.5020 | 782 | 2.697
2_1_floorplan | 1.026 | 0.3096 | - | 526 | 2.702
==> worst min-delay path by stage <==
stage	start	endpoint	depth (start not counted)	slack [ns]
after CTS	register	vector_generator_inst.vector[2]	0	0.33
after global routing	register	vector_generator_inst.vector[2]	0	0.35
final	register	vector_generator_inst.vector[4]	0	0.33
==> cells in the mapped netlist (2+ instances only) <==
master     number
dfxtp_1        16
a22o_1          5
a32o_1          5
nand3_1         3
o21ai_0        58
nand4_2         2
mux2_2          6
xor2_1          3
o22a_1         24
dfstp_2        32
a21oi_1        23
dfrtp_1        32
edfxtp_1       32
and2_1          2
a22oi_1         8
o2111ai_1       2
nor3_1          3
buf_2           3
a31oi_1         5
nand2_1        33
nand2b_1       35
nor2_4          2
o211ai_1        2
a32oi_1         2
mux2i_1         3
buf_1           4
nor4_1          9
ha_1            4
nor3b_1        23
a211oi_1       25
nor2b_1        24
o22ai_1         7
inv_1           7
clkbuf_1       20
nand4_1         4
nor2_1         32
a22oi_2         7
==> sequential cells by signal, summed over array words and instances (netlist names), named ones only <==
| register | count |
|---|---|
| priority_resolver_inst.int_id | 6 |
| irr_inst.irr | 32 |
| vector_generator_inst.vector | 5 |
| isr_inst.isr | 32 |
| mux_inst.outdata | 32 |
==> where the power goes <==
part,leakage [nW],switching (mW),internal (mW)
combinational,1.18,0.127,0.126
clock,0.153,0.300,0.341
sequential,1.04,0.0335,0.857
==> cell type report <==
cell class | count | area share
well taps | 176 | 0.03133
multi-input cells | 379 | 0.3562
clock buffers | 9 | 0.03204
flip-flops and latches | 112 | 0.4158
inverters | 7 | 0.003738
clock inverters | 7 | 0.01104
repair buffers | 108 | 0.1499
==> worst max-delay path, stage by stage <==
cell	delay, ns
clkdlybuf4s50_1	0.45
buf_4	0.38
inv_1	0.32
nor2_1	0.25
nand2_1	0.21
o22a_1	0.24
==> cell usage in the layout (no fill, tap or decap), types with 3 or more instances in the layout <==
cell type,n
o21ai_0,58
nor3b_1,23
edfxtp_1,32
a32o_1,5
mux2_2,6
nor2b_1,24
a22oi_2,7
nand4_1,4
a31oi_1,5
a22o_1,5
a21oi_1,23
nor3_1,3
nand3_1,3
ha_1,4
dfxtp_1,16
mux2i_1,3
inv_4,3
inv_1,6
o22ai_1,7
nor4_1,9
nand2_1,33
nand2b_1,35
o22a_1,24
buf_4,7
clkbuf_16,9
a22oi_1,8
xor2_1,3
dfstp_2,32
a211oi_1,25
dfrtp_1,32
clkdlybuf4s50_1,99
nor2_1,32
==> layer usage <==
metal,GRT usage,share of wire
met1,0.4107,0.48
met2,0.3420,0.42
met3,0.06117,0.074
met4,0.04688,0.022
met5,0,0
==> cells by family (layout without fill, tap and decap cells) <==
kind of cell | Yosys count | in the layout | synth area share
compound gates | 182 | 182 | 0.2302
xor+xnor | 4 | 4 | 0.006296
fa+ha+maj | 4 | 4 | 0.008993
buf+inv | 35 | 131 | 0.02495
flops | 112 | 112 | 0.5252
mux | 9 | 9 | 0.01754
other cells | 1 | 1 | 0.0006738
simple gates | 179 | 179 | 0.1862
Power figures rest on the tool's default switching activity, not on a simulated workload.
